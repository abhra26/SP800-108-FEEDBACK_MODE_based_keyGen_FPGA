===== config.mk =====
export PLATFORM = sky130hd
export DESIGN_NAME = SHA256
export DESIGN_NICKNAME = SHA256
export VERILOG_FILES = /design/flow/design.v
export SDC_FILE = /design/flow/constraint.sdc
export NUM_CORES = 4
export LEC_CHECK = 1
export CORE_UTILIZATION = 30

===== constraint.sdc =====
current_design SHA256

set clk_period 26.7
set clk_io_pct 0.2

create_clock -name clk0 -period $clk_period [get_ports {clk}]

set non_clock_inputs [all_inputs -no_clocks]
set_input_delay [expr $clk_period * $clk_io_pct] -clock clk0 $non_clock_inputs
set_output_delay [expr $clk_period * $clk_io_pct] -clock clk0 [all_outputs]

===== design.v =====
module ROTR(out,in);
    input [31:0] in;
    parameter N = 1;
    output [31:0] out;
    assign out = {in[N-1:0],in[31:N]};
endmodule
module SHR(out,in);
    input [31:0] in;
    parameter N = 1;
    output[31:0] out;
    assign out = (in >> N) ;
endmodule
module add2(out, a, b);
	input  [31:0] a, b;
	output [31:0] out;
	assign out = a + b;
endmodule
module add3(out, a, b, c);
	input  [31:0] a, b, c;
	output [31:0] out;
	assign out = a + b + c;
endmodule
module add4 (out,a,b,c,d);
    input [31:0] a,b,c,d ;
    output [31:0] out;
    assign out = a+b+c+d;
endmodule
module add5(out, a, b, c, d, e);
	input  [31:0] a, b, c, d, e;
	output [31:0] out;
	assign out = a + b + c + d + e;
endmodule
module Ch(out,a,b,c);
    input [31:0] a,b,c;
    output [31:0] out;
    assign out = (a & b) | (~a & c);
endmodule
module Maj(out,a,b,c);
    input [31:0] a,b,c;
    output [31:0] out;
    assign out = (a|b)^(b|c)^(a|c);
endmodule
module Sigma0(out,in);
    input [31:0] in;
    output [31:0] out;
    wire [31:0] net [2:0] ;
    ROTR #(7) R7(net[0],in);
    ROTR #(18) R18(net[1],in);
    SHR #(3) S3(net[2],in);
    assign out = net[0] ^ net[1] ^ net[2];
endmodule
module Sigma1(out,in);
    input [31:0] in;
    output [31:0] out;
    wire [31:0] o1,o2,o3;
    ROTR #(17) R7(o1,in);
    ROTR #(19) R18(o2,in);
    SHR #(10) S3(o3,in);
    assign out = o1 ^ o2 ^ o3;
endmodule
module CSigma0 (out,in);
    input [31:0] in;
    output [31:0] out;
    wire [31:0] net [2:0];
    ROTR #(2) ror2(net[0],in);
    ROTR #(13) ror13(net[1],in);
    ROTR #(22) ror22(net[2],in);
    assign out = net[0] ^ net[1] ^ net[2];
endmodule
module CSigma1 (out,in);
    input [31:0] in;
    output [31:0] out;
    wire [31:0] net [2:0];
    ROTR #(6) ror6(net[0],in);
    ROTR #(11) ror11(net[1],in);
    ROTR #(25) ror25(net[2],in);
    assign out = net[0]^net[1]^net[2];
endmodule
module wvar(H_out,X_out,in,H0,clk,rst,soc,eoc);
    input clk,rst,soc,eoc;
    input [31:0] in,H0;
    output [31:0] H_out, X_out;
    reg [31:0] A,A0;
    wire [31:0] dA,dA0,add_out;
    always @(posedge clk) begin
        A = dA;
        A0 = dA0;
    end 
    add2 u0(add_out,A,A0);
    assign dA0 = (rst) ? H0 : (soc) ? add_out : A0;
	assign dA  = (rst) ? 32'd 0 : (soc) ? add_out : (eoc) ? A : in;
    assign X_out = A;
    assign H_out = add_out;
endmodule
module Counter(addr, eoc, clk, soc_n, rd);
	input  clk, soc_n, rd;
	output eoc;
	output [5:0] addr;
	reg  Q0, Q1, Q2, Q3, Q4, Q5, Q6;
	wire dQ0, dQ1, dQ2, dQ3, dQ4, dQ5, dQ6;
	wire wQ0, wQ1, wQ2, wQ3, wQ4, wQ5, wQ6, eoc_n;
	always @(posedge clk) begin
		Q0 <= dQ0;
		Q1 <= dQ1;
		Q2 <= dQ2;
		Q3 <= dQ3;
		Q4 <= dQ4;
		Q5 <= dQ5;
		Q6 <= dQ6;
	end
	assign eoc_n = ~Q6;
	assign wQ0 = eoc_n | rd; 
	assign dQ0 = (wQ0 ^ Q0) & soc_n;
	assign wQ1 = wQ0 & Q0;
	assign dQ1 = (wQ1 ^ Q1) & soc_n;
	assign wQ2 = wQ1 & Q1;
	assign dQ2 = (wQ2 ^ Q2) & soc_n;
	assign wQ3 = wQ2 & Q2 & eoc_n;
	assign dQ3 = (wQ3 ^ Q3) & soc_n;
	assign wQ4 = wQ3 & Q3;
	assign dQ4 = (wQ4 ^ Q4) & soc_n;
	assign wQ5 = wQ4 & Q4;
	assign dQ5 = (wQ5 ^ Q5) & soc_n;
	assign wQ6 = wQ5 & Q5;
	assign dQ6 = (wQ6 ^ Q6) & soc_n;
	assign eoc  = Q6;
	assign addr = {Q5, Q4, Q3, Q2, Q1, Q0};
endmodule
module Constants(out, addr);
	input  [5:0]  addr;
	output [31:0] out;
	reg [31:0] cnst;
	always @* begin
		case(addr)
			00 : cnst = 32'h 428a2f98;
			01 : cnst = 32'h 71374491;
			02 : cnst = 32'h b5c0fbcf;
			03 : cnst = 32'h e9b5dba5;
			04 : cnst = 32'h 3956c25b;
			05 : cnst = 32'h 59f111f1;
			06 : cnst = 32'h 923f82a4;
			07 : cnst = 32'h ab1c5ed5;
			08 : cnst = 32'h d807aa98;
			09 : cnst = 32'h 12835b01;
			10 : cnst = 32'h 243185be;
			11 : cnst = 32'h 550c7dc3;
			12 : cnst = 32'h 72be5d74;
			13 : cnst = 32'h 80deb1fe;
			14 : cnst = 32'h 9bdc06a7;
			15 : cnst = 32'h c19bf174;
			16 : cnst = 32'h e49b69c1;
			17 : cnst = 32'h efbe4786;
			18 : cnst = 32'h 0fc19dc6;
			19 : cnst = 32'h 240ca1cc;
			20 : cnst = 32'h 2de92c6f;
			21 : cnst = 32'h 4a7484aa;
			22 : cnst = 32'h 5cb0a9dc;
			23 : cnst = 32'h 76f988da;
			24 : cnst = 32'h 983e5152;
			25 : cnst = 32'h a831c66d;
			26 : cnst = 32'h b00327c8;
			27 : cnst = 32'h bf597fc7;
			28 : cnst = 32'h c6e00bf3;
			29 : cnst = 32'h d5a79147;
			30 : cnst = 32'h 06ca6351;
			31 : cnst = 32'h 14292967;
			32 : cnst = 32'h 27b70a85;
			33 : cnst = 32'h 2e1b2138;
			34 : cnst = 32'h 4d2c6dfc;
			35 : cnst = 32'h 53380d13;
			36 : cnst = 32'h 650a7354;
			37 : cnst = 32'h 766a0abb;
			38 : cnst = 32'h 81c2c92e;
			39 : cnst = 32'h 92722c85;
			40 : cnst = 32'h a2bfe8a1;
			41 : cnst = 32'h a81a664b;
			42 : cnst = 32'h c24b8b70;
			43 : cnst = 32'h c76c51a3;
			44 : cnst = 32'h d192e819;
			45 : cnst = 32'h d6990624;
			46 : cnst = 32'h f40e3585;
			47 : cnst = 32'h 106aa070;
			48 : cnst = 32'h 19a4c116;
			49 : cnst = 32'h 1e376c08;
			50 : cnst = 32'h 2748774c;
			51 : cnst = 32'h 34b0bcb5;
			52 : cnst = 32'h 391c0cb3;
			53 : cnst = 32'h 4ed8aa4a;
			54 : cnst = 32'h 5b9cca4f;
			55 : cnst = 32'h 682e6ff3;
			56 : cnst = 32'h 748f82ee;
			57 : cnst = 32'h 78a5636f;
			58 : cnst = 32'h 84c87814;
			59 : cnst = 32'h 8cc70208;
			60 : cnst = 32'h 90befffa;
			61 : cnst = 32'h a4506ceb;
			62 : cnst = 32'h bef9a3f7;
			63 : cnst = 32'h c67178f2;
		endcase
	end
	assign out = cnst;
endmodule
module Expansion(out,in,clk,sel);
    input [31:0] in;
    input clk,sel;
    output [31:0] out; 
    reg [31:0] mem [0:15];
    wire [31:0] mux_out,sig0,sig1;
    wire [31:0] a0,a1,a9,a14,sum;
    always @(posedge clk) begin
        mem[0] <= mem[1];
        mem[1] <= mem[2];
        mem[2] <= mem[3];
        mem[3] <= mem[4];
        mem[4] <= mem[5];
        mem[5] <= mem[6];
        mem[6] <= mem[7];
        mem[7] <= mem[8];
        mem[8] <= mem[9];
        mem[9] <= mem[10];
        mem[10] <= mem[11];
        mem[11] <= mem[12];
        mem[12] <= mem[13];
        mem[13] <= mem[14];
        mem[14] <= mem[15];
        mem[15] <= mux_out;
    end
    assign a0 = mem[0];
    assign a1 = mem[1];
    assign a9 = mem[9];
    assign a14 = mem[14];
    Sigma0 obj0(sig0,a1);
    Sigma1 obj1(sig1,a14);
    add4 sum_out(sum,sig0,sig1,a0,a9);
    assign mux_out = (sel) ? sum : in;
    assign out = mux_out;
endmodule
module Compression(hash, Wt, Kt, clk, rst, soc,eoc);
    input clk,rst,soc,eoc;
    input [31:0] Wt, Kt;
    output [255:0] hash;
    wire [31:0] A, B, C, D, E, F, G, H;
    wire [31:0] Ha, Hb, Hc, Hd, He, Hf, Hg, Hh;
	wire [31:0] addE, addA;
	wire [31:0] T1,T2, maj, ch,se,sa;
    wvar 	 uA(Ha, A, addA, 32'h6a09e667, clk, rst, soc, eoc);
	wvar 	 uB(Hb, B,    A, 32'hbb67ae85, clk, rst, soc, eoc);
	wvar 	 uC(Hc, C,    B, 32'h3c6ef372, clk, rst, soc, eoc);
	wvar 	 uD(Hd, D,    C, 32'ha54ff53a, clk, rst, soc, eoc);
	wvar 	 uE(He, E, addE, 32'h510e527f, clk, rst, soc, eoc);
	wvar 	 uF(Hf, F,    E, 32'h9b05688c, clk, rst, soc, eoc);
	wvar 	 uG(Hg, G,    F, 32'h1f83d9ab, clk, rst, soc, eoc);
	wvar 	 uH(Hh, H,    G, 32'h5be0cd19, clk, rst, soc, eoc);
    CSigma1 ue(se,E);
    CSigma0 ua(sa,A);
    Maj umaj(maj,A,B,C);
    Ch uch(ch,E,F,G);
    add5 ut1(T1, H,se,ch,Kt,Wt);
    add2 ut2(T2,sa,maj);
    add2 uaddA(addA,T1,T2);
    add2 uaddE(addE,D,T1);
    assign hash = {Ha, Hb, Hc, Hd, He, Hf, Hg, Hh};
endmodule
module SHA256(data, eoc, hash_out, clk, rst, soc, rd);
	input  clk, rst, soc, rd;
	inout  [31:0] data;
	output eoc;
	output [31:0] hash_out;
	wire rst_n, soc_n;
	wire ieoc, ird;
	assign rst_n = ~rst;
	assign soc_n = ~soc;
	assign ird = rd & ieoc;
	wire [31:0] idata, odata;
	assign idata = data;
	assign data  = (ird)  ? odata : 32'bz;
	wire sel;
	wire [5:0] addr;
	Counter u0(addr, ieoc, clk, soc_n, ird);
	assign sel = ieoc | addr[5] | addr[4];
	assign eoc = ieoc;
	wire [31:0] k;
	Constants u1(k, addr);
	wire [31:0] msg;
	Expansion u2(msg, idata, clk, sel);
	wire [255:0] hash;
	Compression u3(hash, msg, k, clk, rst, soc, ieoc);
	wire [2:0]  abc;
	reg  [31:0] mux_out;
	assign abc = {addr[2], addr[1], addr[0]};
	always @(abc, hash) begin
		case(abc)
			0 : mux_out = hash[255:224];
			1 : mux_out = hash[223:192];
			2 : mux_out = hash[191:160];
			3 : mux_out = hash[159:128];
			4 : mux_out = hash[127:96];
			5 : mux_out = hash[95:64];
			6 : mux_out = hash[63:32];
			7 : mux_out = hash[31:0];
		endcase
	end
	assign odata = mux_out;
	assign hash_out = mux_out;
endmodule

===== run.sh =====
#!/bin/bash
# OpenROAD 26Q1-2900-gdf79404cd8, Yosys 0.63+post, stock flow scripts
make -C /OpenROAD-flow-scripts/flow DESIGN_CONFIG=/design/flow/config.mk WORK_HOME=/design/flow/orfs finish

==> results.txt <==
Quick summary of the implementation run below.

The flow did not finish. The stage where the run came to a stop is clock tree synthesis. The first error in the log reads "[error] [KeplerFormal.cpp:679] Workflow failed: Iso has multiple drivers: .data0, _07784_.Y0".

The top-level port count came out at 69. Of the post-synthesis cell area, the dominant cell type holds 0.345. The synthesis area per yosys is 0.0616 mm².

Per the CTS log, the root buffer master is sky130_fd_sc_hd__clkbuf_16. The weighted congestion reported at the end of routability-driven placement is 1.04. Counting flops with a built-in enable in the synthesized netlist gives 0.

The post-synthesis cell count came out at 7022. The sequential fraction of the synthesis area is 0.345. After synthesis, the cell types taking the most area are sky130_fd_sc_hd__dfxtp_1 35%, sky130_fd_sc_hd__ha_1 8.1%, sky130_fd_sc_hd__fa_1 6.3%. The number of buffers inserted for hold repair after clock tree synthesis is 0. The number of cells upsized or downsized after cts came out at 0. The post-synthesis instance area is 0.0616 mm². The number of buffers inserted during clock tree synthesis is 112.

The floorplan core density came out at 0.302. The commonest register cell is sky130_fd_sc_hd__dfxtp_1. The maximum clock insertion buffer count is 3. Counting flops and latches in the post-synthesis netlist gives 1063. The per-instance average area after synthesis is 8.78 µm². The number of cells in the yosys synthesis report came out at 7022.

The post-CTS setup-driven buffer insertion count came out at 0. The post-detailed-placement cell area came out at 0.0649 mm². The vertical die dimension is 455 µm. The async set-reset flop share out of synthesis is 0. Note, the detailed placer reported a final HPWL of 173000 µm.

The number of levels the H-tree was split into came out at 3. Row generation in the floorplan step produced 166 rows. The number of warnings printed during yosys synthesis is 10. Counting every sink on the clock net gives 1063.

As logged by OpenROAD, the buffers inserted on ports number 36. The netlist uses 107 different library cells. The horizontal die size came out at 455 µm.

Per the synthesis report, the dominant area consumer among library cells is sky130_fd_sc_hd__dfxtp_1. The worst slack at placement came out at 12.59 ns.
==> stage by stage <==
step | utilization | cells
global placement | 0.318 | 9500
floorplan | - | 7022
detailed placement | 0.318 | 9500
==> synthesized netlist by cell type (64+ instances only) <==
cell type	count
sky130_fd_sc_hd__a211oi_1	156
sky130_fd_sc_hd__a21o_1	180
sky130_fd_sc_hd__a21oi_1	641
sky130_fd_sc_hd__clkbuf_1	308
sky130_fd_sc_hd__dfxtp_1	1063
sky130_fd_sc_hd__fa_1	195
sky130_fd_sc_hd__ha_1	397
sky130_fd_sc_hd__inv_1	442
sky130_fd_sc_hd__mux2_2	126
sky130_fd_sc_hd__mux2i_1	134
sky130_fd_sc_hd__nand2_1	563
sky130_fd_sc_hd__nand2b_1	64
sky130_fd_sc_hd__nand3_1	65
sky130_fd_sc_hd__nor2_1	573
sky130_fd_sc_hd__nor3_1	92
sky130_fd_sc_hd__o21a_1	80
sky130_fd_sc_hd__o21ai_0	470
sky130_fd_sc_hd__xnor2_1	419
sky130_fd_sc_hd__xor2_1	171
==> cells by family after synthesis <==
logic type,Yosys count,synth area share
AND-OR/OR-AND,2020,0.205
AND/OR/NAND/NOR,1645,0.119
flip-flops,1063,0.345
buffers and inverters,836,0.0534
adder cells (fa/ha/maj),597,0.145
XOR/XNOR,594,0.0851
multiplexers,267,0.0473
